$ cat /design/flow/config.mk
export PLATFORM = sky130hd
export DESIGN_NAME = m_free_list_ff
export DESIGN_NICKNAME = m_free_list_ff
export VERILOG_FILES = /design/flow/design.v
export SDC_FILE = /design/flow/constraint.sdc
export NUM_CORES = 4
export LEC_CHECK = 1
export CORE_AREA = 10 10 70 70
export DIE_AREA = 0 0 80 80
$ cat /design/flow/constraint.sdc
current_design m_free_list_ff

set clk_period 1.0
set clk_io_pct 0.2

create_clock -name clk0 -period $clk_period [get_ports {clk}]

set non_clock_inputs [all_inputs -no_clocks]
set_input_delay [expr $clk_period * $clk_io_pct] -clock clk0 $non_clock_inputs
set_output_delay [expr $clk_period * $clk_io_pct] -clock clk0 [all_outputs]
$ cat /design/flow/design.v
module m_counter #(
parameter N_BITS=4
)(
    input 				    clk,
    input 				    rst_n,
    input				    inc,
    input                   dec,
    output  [N_BITS-1:0]    cnt
);
wire	[N_BITS-1:0]	counter;
wire	[N_BITS-1:0]	data_inc;
wire	[N_BITS-1:0]	data_dec;
reg		[N_BITS-1:0]	next_count;
wire 					enable;
assign data_inc = counter + 1;
assign data_dec = counter - 1;
always @(*) begin
if (!rst_n) next_count = counter;
else if (inc) next_count = data_inc;
else if (dec) next_count = data_dec;
end
assign enable = (inc | dec);
m_ff #(.RST_N_EN(1'b1),
       .WIDTH(N_BITS),
       .RESET_VAL(0)
) cnt_out (.clk(clk),
          .rst_n(rst_n),
          .enable(enable),
          .data_in(next_count),
          .data_out(counter)
);
assign cnt = counter;
endmodule
module m_ff #(
    parameter RST_N_EN=1,
    parameter WIDTH=4,
    parameter RESET_VAL=0) 
(
    input                   clk,
    input                   rst_n,
    input                   enable,
    input      [WIDTH-1:0]  data_in,
    output reg [WIDTH-1:0]  data_out
);
// synopsys translate_off
wire expr = ((enable === 1'bx) | (enable === 1'bz));
m_assert #(.MESSAGE("m_ff enable is x/z")
) m_ff_enable_assert (
    .clk(clk),
    .rst_n(rst_n),
    .expr(expr)
);
// synopsys translate_on
generate
if (RST_N_EN) begin
always @(posedge clk or negedge rst_n)
if (~rst_n) data_out = RESET_VAL;
else if (enable) data_out <= data_in;
end
else begin
always @(posedge clk)
if (enable) data_out <= data_in;
end
endgenerate
endmodule
module m_first_set #(
    parameter EN = 64
)(
    input   [EN-1:0]    set_in,
    output  [EN-1:0]    set_out
);
reg     [EN-1:0]    C;
assign C[0] = set_in[0];
generate
for (genvar i0=1; i0<EN; i0++) begin
assign C[i0] = C[i0-1] || set_in[i0];
end
endgenerate
assign set_out = (~{C[EN-2:0], 1'b0} & set_in);
endmodule
module m_free_list_ff #(
    parameter   EN = 64,         
    localparam  L2_EN = $clog2(EN),
	localparam  USED_WDT = $clog2(EN+1)
)(
    input       						clk,
    input       						rst_n,
    input       						flush,
    output                	            fl_vld,
    input                 	            fl_rdy,
    output [EN-1:0]       	            fl,
    input                	            ret_vld,
    output      						ret_rdy,
    input  [EN-1:0]  	                ret,
    output [USED_WDT-1:0]              	used
);
reg     [EN-1:0]    first_set;
reg                 fl_strb;
reg                 ret_strb;
reg                 fl_vld;
reg                 ret_rdy;
assign fl_strb  = fl_rdy  && fl_vld;
assign ret_strb = ret_rdy && ret_vld;
m_counter #(.N_BITS(USED_WDT)
) used_cnt (
    .clk(clk),
    .rst_n(rst_n),
    .inc(fl_strb),
    .dec(ret_strb),
    .cnt(used)
);
m_first_set #(.EN(EN)
) set (
    .set_in(first_set),
    .set_out(fl)
);
always @(posedge clk or negedge rst_n)
if (~rst_n) begin
fl_vld = 0;
ret_rdy = 1;
fl_vld = 1;
first_set = {EN{1'b1}};
end
always @(posedge clk)
if (fl_strb) first_set <= first_set & ~fl;
always @(posedge clk)
if (ret_strb) first_set <= first_set | ret;
endmodule
$ cat /design/flow/run.sh
#!/bin/bash
# OpenROAD 26Q1-2900-gdf79404cd8, Yosys 0.63+post, stock flow scripts
make -C /OpenROAD-flow-scripts/flow DESIGN_CONFIG=/design/flow/config.mk WORK_HOME=/design/flow/orfs finish
==> impl_metrics.sql <==
-- generated from flow reports
INSERT INTO impl_metrics (metric_group, metric, value, unit) VALUES
('flow_run', 'tool_warnings', '90', ''),
('clock_tree', 'cts_tree', 'built', ''),
('status', 'outcome', 'complete, no violations', ''),
('global_route', 'grt_start_max_net_pins', '14', ''),
('setup_path', 'critPathRequiredTime', '800', 'ps'),
('pwr', 'leakage_dissipation', '0.653', 'nW'),
('placement', 'placement.io_buffers', '10', ''),
('floorplanning', 'rows', '21', ''),
('synthesis', 'top_cells_by_count', 'sky130_fd_sc_hd__buf_4 (66), sky130_fd_sc_hd__mux2_2 (10), sky130_fd_sc_hd__dfrtp_1 (7), sky130_fd_sc_hd__dlxtn_1 (7)', ''),
('clock_tree', 'worst_setup_hold_path_clk_slew', '50', 'ps'),
('synthesis', 'synthArstFlopShare', '50.0', '%'),
('floorplanning', 'fp.dieW', '80', 'µm'),
('pwr', 'comb_power_share', '33.2', '%'),
('pwr', 'power.density', '743', 'mW/mm²'),
('synthesis', 'synthCells', '131', ''),
('timing', 'grt_setup_unrepaired', 'no', ''),
('synthesis', 'share_of_the_synthesized_area_in_the_top_cell_type', '41.6', '%'),
('global_route', 'antenna_found_initial', '0', ''),
('floorplanning', 'die-area', '0.00640', 'mm²'),
('global_route', 'grt-ovfl-total', '0', ''),
('pwr', 'seqPwrFrac', '37.3', '%'),
('synthesis', 'yosys_warnings', '262', ''),
('routing', 'num_antenna_cells', '0', ''),
('pwr', 'design_power_total', '876', 'µW'),
('pwr', 'clock_power_share', '29.5', '%'),
('setup_path', 'worst-setup-path-type', 'flop to primary output', ''),
('timing', 'unclocked_pins', '7', ''),
('floorplanning', 'io_pins', '142', ''),
('synthesis', 'synth_dominant_cell_count', 'sky130_fd_sc_hd__buf_4', ''),
('clock_tree', 'number_of_clock_buffers_inserted_by_tritoncts', '3', ''),
('floorplanning', 'core-area', '0.00342', 'mm²'),
('timing', 'timing.final.crit_period', '963', 'ps'),
('placement', 'routabilityCongestion', '0.812', ''),
('timing', 'report.final.slew_viol_count', '0', ''),
('clock_tree', 'clk-insertion-delay-late', '250', 'ps'),
('routing', 'avg_wl_per_cell', '11.5', 'µm'),
('setup_path', 'worstPathArrival', '760', 'ps'),
('worst_hold_path', 'min-delay-path-class', 'input pin to asynchronous set/reset pin', ''),
('setup_path', 'setup.reg_to_reg.worst_slack', '100', 'ps'),
('global_route', 'via_count_of_the_first_global_routing_pass', '803', ''),
('timing', 'achievable-frequency', '1.04', 'GHz'),
('placement', 'dp_hpwl', '1.98', 'mm'),
('global_route', 'grtUsageTotal', '6.65', '%'),
('timing', 'setup_viol', '0', ''),
('setup_path', 'worst_path_buffer_plus_inverter_count', '1', ''),
('timing', 'unconstrained_endpoints', '7', ''),
('synthesis', 'ys_types', '26', ''),
('clock_tree', 'cts-hold-fix-buffers', '0', ''),
('pwr', 'vdd_ir_max', '0.000283', 'V'),
('timing', 'finalCritPeriodShare', '96.3', '%'),
('setup_path', 'worstPathCellList', 'buf_2', ''),
('setup_path', 'cpMaxStageDelayCell', 'sky130_fd_sc_hd__dfrtp_1', ''),
('routing', 'route.antenna.remaining_nets', '0', ''),
('synthesis', 'ys.flops', '14', ''),
('pwr', 'p_switching', '256', 'µW'),
('setup_path', 'worstSetupStartpointType', 'flop', ''),
('synthesis', 'synthesis.area_per_instance', '9.09', 'µm²'),
('setup_path', 'type_of_element_capturing_the_critical_path', 'primary output', ''),
('synthesis', 'yosys-top-cells-area', 'sky130_fd_sc_hd__buf_4 (42%), sky130_fd_sc_hd__dfrtp_1 (15%), sky130_fd_sc_hd__mux2_2 (9.5%)', ''),
('synthesis', 'synth-edff-count', '0', ''),
('floorplanning', 'initial_core_util', '34.9', '%'),
('global_route', 'wire_length_of_the_first_global_routing_pass', '3.59', 'mm'),
('finish', 'syn_to_final_growth', '-1.05', '%'),
('pwr', 'power_report.internal_total', '620', 'µW'),
('clock_tree', 'clockBufferDepth', '2', ''),
('routing', 'drt_first_pass_iters', '4', ''),
('synthesis', 'synth.cell_area', '0.00119', 'mm²'),
('floorplanning', 'die_h', '80', 'µm'),
('routing', 'detailed_route_via_count', '720', ''),
('setup_path', 'crit_path_max_incr_delay', '390', 'ps'),
('synthesis', 'top_area_cell', 'sky130_fd_sc_hd__buf_4', '');
-- metal layers --
layer	share of wire (%)	track usage [%]	vias up
li1	-	-	351
met1	42	8.24	322
met2	47	10.9	45
met3	9.3	2.61	2
met4	1.3	0.880	0
met5	0	0	-
-- sequential cells by signal (all words and copies together), names as in the netlist --
signal	flops
used_cnt.cnt_out.data_out	7
used_cnt.next_count	7
-- cells in the final DEF (no fill, tap or decap), types with 3 or more instances in the layout --
master | synthesis | layout
sky130_fd_sc_hd__buf_4 | 66 | 10
sky130_fd_sc_hd__ha_1 | 5 | 5
sky130_fd_sc_hd__a21o_1 | 4 | 4
sky130_fd_sc_hd__mux2_2 | 10 | 10
sky130_fd_sc_hd__dfrtp_1 | 7 | 7
sky130_fd_sc_hd__buf_2 | 0 | 7
sky130_fd_sc_hd__dlxtn_1 | 7 | 7
sky130_fd_sc_hd__a21oi_1 | 5 | 5
sky130_fd_sc_hd__conb_1 | 2 | 66
sky130_fd_sc_hd__clkbuf_4 | 0 | 3
-- power by group through the flow --
stage	Combinational, mW	Clock [mW]	Sequential (mW)
global route	0.343	0.288	0.329
CTS	0.303	0.269	0.327
finish	0.291	0.258	0.327
-- cell type report --
cell class | count | area [µm²]
fillers | 373 | 2240
inverters | 2 | 7.51
flip-flops and latches | 14 | 280
well taps | 46 | 57.6
clock buffers | 4 | 26.3
multi-input cells | 112 | 647
repair buffers | 22 | 160
-- logic make-up after synthesis --
logic type | Yosys count | synth area share, %
other | 2 | 0.630
AND/OR/NAND/NOR | 12 | 6.20
XOR/XNOR | 4 | 2.94
multiplexers | 10 | 9.45
AND-OR/OR-AND | 14 | 7.77
latches | 7 | 8.82
adder cells (fa/ha/maj) | 6 | 6.93
buffers and inverters | 69 | 42.5
flip-flops | 7 | 14.7
-- metrics by stage --
step                setup WS [ps]  instance area (µm²)  hold WS [ps]  cells  setup TNS [ps]
finish                       37.3                 1180           254    200               0
global route                 1.57                 1180           264    200               0
CTS                          24.9                 1180           255    200               0
detailed placement           -393                 1180           515    196           -2750
global placement             -382                 1180           520    196           -2710
floorplan                    84.5                 1430         -95.6    195               0
-- timing repair --
item | in CTS | in global routing
endpoints found under the setup margin | 14 | 0
endpoints found under the hold margin | 0 | 0
resized | 25 | 0
-- worst paths after layout --
kind,start,to,cells past startpoint
min in group clk0,ret_vld,used_cnt.cnt_out.data_out[5],4
max reg2reg,used_cnt.cnt_out.data_out[4],used_cnt.cnt_out.data_out[4],2
min,rst_n,used_cnt.cnt_out.data_out[5],2
max,used_cnt.cnt_out.data_out[4],used[4],1
max in group asynchronous,rst_n,used_cnt.cnt_out.data_out[6],2
min reg2reg,used_cnt.cnt_out.data_out[6],used_cnt.cnt_out.data_out[6],2
Power figures rest on the tool's default switching activity, not on a simulated workload.
